--- flow/run.sh ---
#!/bin/bash
# OpenROAD 26Q1-2900-gdf79404cd8, Yosys 0.63+post, stock flow scripts
make -C /OpenROAD-flow-scripts/flow DESIGN_CONFIG=/design/flow/config.mk WORK_HOME=/design/flow/orfs finish
--- flow/config.mk ---
export PLATFORM = sky130hd
export DESIGN_NAME = CSA_task
export DESIGN_NICKNAME = CSA_task
export VERILOG_FILES = /design/flow/design.v
export SDC_FILE = /design/flow/constraint.sdc
export NUM_CORES = 4
export LEC_CHECK = 1
export CORE_AREA = 10 10 70 70
export DIE_AREA = 0 0 80 80
--- flow/constraint.sdc ---
current_design CSA_task

set clk_period 2.9
set clk_io_pct 0.2

create_clock -name clk0 -period $clk_period

set non_clock_inputs [all_inputs -no_clocks]
set_input_delay [expr $clk_period * $clk_io_pct] -clock clk0 $non_clock_inputs
set_output_delay [expr $clk_period * $clk_io_pct] -clock clk0 [all_outputs]
--- flow/design.v ---
module CSA_task(Sum,Cout,A,B,Cin);
output reg [7:0] Sum;
output reg Cout; input [7:0] A,B;
input Cin;
reg w1;
always @ (A or B or in)
begin
CSA_4bit (Sum[3:0],w1,A[3:0],B[3:0],Cin); CSA_4bit (Sum[7:4],Cout,A[7:4],B[7:4],w1); end
task  CSA_4bit; output [3:0] sum; output cout;
input [3:0] a,b;
input cin;
reg [3:0] c,g,p;
reg sel; begin c[0]=cin;
sum[0]=a[0]^b[0]^c[0]; g[0]=a[0]&b[0]; p[0]=a[0]|b[0]; c[1]=g[0] | (p[0]&c[0]); sum[1]=a[1]^b[1]^c[1]; g[1]=a[1]&b[1]; p[1]=a[1]|b[1];
c[2]=g[1] | (p[1]&(g[0] | (p[0]&c[0]))); sum[2]=a[2]^b[2]^c[2]; g[2]=a[2]&b[2];
p[2]=a[2]|b[2];
c[3]=g[2] | (p[2]&(g[1] | (p[1]&(g[0] | (p[0]&c[0])))));
sum[3]=a[3]^b[3]^c[3]; g[3]=a[3]&b[3]; p[3]=a[3]|b[3];
cout=g[3] | (p[3]&(g[2] | (p[2]&(g[1] | (p[1]&(g[0] | (p[0]&c[0])))))));
sel=(p[0]&p[1]&p[2]&p[3]);
if(sel) cout<=cout; else cout<=cin; end
endtask endmodule
==> flow_metrics.tcl <==
# place-and-route summary
set metrics [dict create \
    status "finished with violations" \
    violations "negative setup slack" \
    netSwitchingFraction_pct 32.6 \
    grt_use_total_pct 2.28 \
    wire_per_inst_um 8.19 \
    crit_arrival_ns 3.63 \
    crit_chain "buf_8 > inv_12 > fa_2 > inv_2 > fa_2 > fa_2 > fa_2 > fa_2 > fa_2 > fa_2 > inv_2 > fa_2 > inv_2 > buf_2" \
    path_common_cell "fa_2" \
    yosys_area_um2 198 \
    tightestPinTransition_ns 0.0991 \
    drt_iter0_markers 1 \
    seq_cell_count 0 \
    port_buffers 26 \
    viasPerCell 2.30 \
    place_hpwl_um 739 \
    core_area_um2 3420 \
    cp_slowest_cell "fa_2" \
    fp-utilization_pct 5.79 \
    fmax_ghz 0.238 \
    antenna_found_initial 0 \
    drv_slew 0 \
    slowest_delay_ns 0.42 \
    dr.pass1.iters 2 \
    ys_seq_share_pct 0 \
    rows 21 \
    worst_setup_path_start_kind "primary input" \
    place.gp.congestion 0.848 \
    route.vias.total 207 \
    fin_hold_ws_ns 1.91 \
    cts_hold_buf 0 \
    seq_power_share_pct 0 \
    place_ws_ns -2.20 \
    grt_first_pass_wirelength_um 1170 \
    dpl_cell_area_um2 551 \
    area_growth_pct 168 \
    finalWorstSetupSlack_ns -1.31 \
    p_per_area_nw_per_um2 162 \
    logic_area_um2 180 \
    warnings 35 \
    rsz0062_at_grt "true" \
    fin_tns_setup_ns -4.24 \
    hp-class "primary input to output pin" \
    pwr-share-clk_pct 0 \
    startpoint "A[0]" \
    postCtsSetupBuffers 0 \
    power_uw 86.2 \
    io_pins 26 \
    ys_cells 18 \
    final-setup-viol-count 5 \
    drive_gt1_share_pct 52.3 \
    fin_area_um2 531 \
    ir_drop_uv 47.5 \
    die_height_um 80 \
    route.detailed.drc 0 \
    hold_path_startpoint "Cin" \
    post-route-period-util_pct 145 \
    maxCapViolCount 0 \
    endpoint_kind "output pin" \
    critPathMaxFanout 1 \
    place_inst 90 \
    combPwrFrac_pct 100.0 \
    critical_path_required_ns 2.32 \
    ys_types 2 \
    ant_nets 0 \
    p_switching_uw 28.1 \
    final_cells 90 \
    insertedDiodeCount 0 \
    die-area_um2 6400 \
    syn-cell-area_um2 198 \
    die_w_um 80 \
    grt_pass1_vias 244 \
    hold_viol 0 \
    seq_area_um2 0 \
    netlist_instances 18 \
    leakage_nw 0.214 \
    clkbuf_count 0 \
    postLayoutCoreUtil_pct 15.5 \
    worst-path-buf-inv 6 \
    p_int_uw 58.1 \
    grt_max_degree 2 \
    wirelength_um 737 \
    period_minus_slack_ns 4.21 \
    yosysWarningCount 1 \
    cp_top_family "adder cells" \
    fill_cells 397 \
    syn-mean-instance-area_um2 11.0 \
    path_class "primary input to output pin" \
    grt_overflow 0 \
    max_slew_margin_pct 93.4 \
]
==> cell type report <==
type               count  area share, %
inverters             10           10.8
well taps             46           10.8
repair buffers        26           44.3
multi-input cells      8           34.0
==> synthesized netlist by cell type <==
library cell,n,area [um^2]
fa_1,8,160
inv_1,10,37.5
==> timing repair <==
action                                 CTS  global route
gates cloned                             0             0
gates resized                           39             3
pin swaps                                8             8
setup endpoints to repair                8             6
endpoints found under the hold margin    0             0
==> layout by cell type, fill, tap and decap left out <==
cell type and n:
buf_2 6, buf_6 2, buf_8 1, clkdlybuf4s50_1 15, clkinv_4 1, dlygate4sd2_1 2, fa_2 8, inv_1 4
inv_12 1, inv_2 3, inv_4 1
==> cells by family after synthesis <==
family,share of synthesized area (%)
adders and majority gates,81.0
buffers and inverters,19.0
==> worst paths after layout <==
check	to	cells past startpoint
worst min-delay path	Sum[0]	5
worst max-delay path	Sum[7]	14
==> layer usage <==
metal	vias to the layer above	track usage [%]	part of all wire [%]
met5	-	0	0
met4	0	0	0
met3	0	1.93	28
met2	25	2.41	25
met1	86	3.46	47
li1	96	-	-
==> power groups by stage <==
| stage | Combinational [mW] | Clock (mW) | Sequential, mW |
|---|---|---|---|
| 4_1_cts | 0.0900 | 0 | 0 |
| 5_1_grt | 0.101 | 0 | 0 |
| 6_report | 0.0862 | 0 | 0 |
Power figures rest on the tool's default switching activity, not on a simulated workload.
