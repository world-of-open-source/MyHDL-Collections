==> design/flow/design.v <==
module arraymultiplierunsigned(
input [3:0] a, input [3:0] b,
output wire [7:0] product
);
wire p0,p1,p2,p3,p4,p5,p6,p7;
wire r1,r2,r3,r4,r5,r6,r7,r8,r9,r10,r11,r12,r13,r14,r15;
wire c1,c2,c3,c4;
wire q1,q2,q3,q4,q5,q6;
wire s1,s2;
wire c11,c22,c33,c44,c55;
and1 a1(.x(a[0]),.y(b[0]), .w(p0)); and1 a2(.x(a[1]),.y(b[0]), .w(r1)); and1 a3(.x(a[0]),.y(b[1]), .w(r2)); and1 a4(.x(a[0]),.y(b[2]), .w(r3)); and1 a5(.x(a[1]),.y(b[1]), .w(r4)); and1 a6(.x(a[2]),.y(b[0]), .w(r5)); and1 a7(.x(a[0]),.y(b[3]), .w(r6)); and1 a8(.x(a[1]),.y(b[2]), .w(r7)); and1 a9(.x(a[2]),.y(b[1]), .w(r8)); and1 a10(.x(a[3]),.y(b[0]), .w(r9)); and1 a11(.x(a[1]),.y(b[3]), .w(r10)); and1 a12(.x(a[2]),.y(b[2]), .w(r11)); and1 a13(.x(a[3]),.y(b[1]), .w(r12)); and1 a14(.x(a[2]),.y(b[3]), .w(r13)); and1 a15(.x(a[3]),.y(b[2]), .w(r14)); and1 a16(.x(a[3]),.y(b[3]), .w(r15)); ha h1(.e(r1),.f(r2),.g(p1),.h(c1));
ha h2(.e(r3),.f(r4),.g(s1),.h(c2));
ha h3(.e(r6),.f(r7),.g(s2),.h(c3));
ha h4(.e(q3),.f(c22),.g(p4),.h(c4));
fa i1(.j(r5),.k(s1),.l(c1),.m(p2),.n(c11));
fa i2(.j(r8),.k(s2),.l(c2),.m(q1),.n(c33));
fa i3(.j(r9),.k(q1),.l(c11),.m(p3),.n(c22));
fa i4(.j(r11),.k(r10),.l(c3),.m(q2),.n(q4));
fa i5(.j(r12),.k(q2),.l(c33),.m(q3),.n(c44)); fa i6(.j(r14),.k(r13),.l(q4),.m(q5),.n(q6)); fa i7(.j(q5),.k(c44),.l(c4),.m(p5),.n(c55)); fa i8(.j(r15),.k(q6),.l(c55),.m(p6),.n(p7));
assign product[0]=p0; assign product[1]=p1; assign product[2]=p2; assign product[3]=p3; assign product[4]=p4; assign product[5]=p5; assign product[6]=p6; assign product[7]=p7; endmodule
module and1(input x, input y,
output wire w);
assign w=x*y;
endmodule
module ha(input e, input f,
output wire g, output wire h);
assign g=e^f; assign h=e*f; endmodule
module fa (input j, input k,
input l,
output wire m, output wire n);
assign m=j^k^l;
assign n=(j*k)+(k*l)+(j*l);
endmodule
==> design/flow/run.sh <==
#!/bin/bash
# OpenROAD 26Q1-2900-gdf79404cd8, Yosys 0.63+post, stock flow scripts
make -C /OpenROAD-flow-scripts/flow DESIGN_CONFIG=/design/flow/config.mk WORK_HOME=/design/flow/orfs finish
==> design/flow/config.mk <==
export PLATFORM = sky130hd
export DESIGN_NAME = arraymultiplierunsigned
export DESIGN_NICKNAME = arraymultiplierunsigned
export VERILOG_FILES = /design/flow/design.v
export SDC_FILE = /design/flow/constraint.sdc
export NUM_CORES = 4
export LEC_CHECK = 1
export CORE_AREA = 10 10 72 72
export DIE_AREA = 0 0 82 82
==> design/flow/constraint.sdc <==
current_design arraymultiplierunsigned

set clk_period 5.7
set clk_io_pct 0.2

create_clock -name clk0 -period $clk_period

set non_clock_inputs [all_inputs -no_clocks]
set_input_delay [expr $clk_period * $clk_io_pct] -clock clk0 $non_clock_inputs
set_output_delay [expr $clk_period * $clk_io_pct] -clock clk0 [all_outputs]
==> out/qor.csv <==
stage;metric;value;unit
run;max-cap violations;0;
power_and_ir_drop;combinational share of power;100.0;%
outcome;outcome;finished clean;
floorplan;core area;0.003689;mm^2
critical_path;CP Max Fanout;2;
final_timing;Slew Limit Headroom;90.81;%
min_path;HP Class;in -> out;
place;HPWL after DPL;809.7;um
synth;Mapped Area;389.1;um^2
critical_path;CP Capture Type;output port;
synth;Synth top area share;41.16;%
power_and_ir_drop;PwrDens;90.49;mW/mm^2
synth;Cells after Synth;43;
synth;Yosys warnings;0;
final_timing;worst-margin pin slew;137.4;ps
min_path;HP Start;a[0];
power_and_ir_drop;switching pwr;17.14;uW
place;buffers added on ports;16;
final_timing;post-layout min period;5572;ps
synth;top cells by count, synth;and2_1 (13), buf_4 (8), fa_1 (8);
detailed_routing;Wirelength per Cell;8.570;um
final_timing;max-slew violations;0;
synth;mean area per synthesized cell;9.049;um^2
floorplan;IO Pins;16;
power_and_ir_drop;Sw Ratio;33.63;%
detailed_routing;final wirelength;857;um
detailed_routing;iteration count of the initial detailed-routing pass;4;
global_routing;initial antenna violation count;0;
synth;library cells used by synthesis;6;
floorplan;full die area;0.006724;mm^2
final_layout;FF+latch count;0;
power_and_ir_drop;Clk pwr share;0;%
clock_network;Hold-fix buffers, CTS;0;
global_routing;largest net degree at the start of global routing;5;
detailed_routing;DRC;0;
global_routing;vias in the first global route;248;
detailed_routing;DR vias;269;
critical_path;crit path kind;in -> out;
detailed_routing;ANT cells;0;
synth;most frequent cell after synthesis;and2_1;
critical_path;CP Data Arrival Time;4430;ps
floorplan;Die Ht;82;um
synth;post-synth top area cell;fa_1;
power_and_ir_drop;Sequential Power Share;0;%
detailed_routing;post-DR vias/cell;2.690;
power_and_ir_drop;VDD IR-drop max;27.93;uV
synth;post-synthesis sequential area ratio;0;%
critical_path;CP required;4560;ps
run;OpenROAD warnings;32;
final_layout;post-layout util;15.26;%
synth;Yosys Instances;43;
final_layout;Area Overhead vs Synth;44.69;%
critical_path;Worst setup startpoint;b[3];
clock_network;setup bufs post-CTS;0;
floorplan;Core Rows;22;
power_and_ir_drop;internal power;33.81;uW
global_routing;remaining global-route overflow;0;
floorplan;die width;82;um
detailed_routing;DRT iter0 DRCs;14;
final_timing;Final Hold Fails;0;
final_layout;CLK BUF;0;
final_timing;period utilisation layout;97.75;%
final_timing;FMAX;179.5;MHz
synth;most area-consuming cells after synthesis;fa_1 (41%), and2_1 (21%), buf_4 (15%);
final_layout;Gate Area;310.3;um^2
detailed_routing;Post-DRT Antenna Nets;0;
place;placed cell count;100;
power_and_ir_drop;leakage power;0.0002569;uW
final_timing;Setup TNS;0;ps
final_timing;Worst Hold Margin;3101;ps
power_and_ir_drop;PnR Total Power;50.95;uW
final_layout;layout cells sized above 1;9.615;%
synth;yosys stat chip area;389.1;um^2
place;routability congestion estimate;0.7255;
final_layout;Reg area;0;um^2
final_layout;fillers;431;
global_routing;gr usage total;2.539;%
final_timing;final setup vio count;0;
min_path;WHS Path Cells;3;
critical_path;Critical Path Source Type;input port;
final_layout;Layout Cells excl Fill;100;
floorplan;Starting Density;10.55;%
global_routing;first-pass GRT wire length;1331;um
-- metal layers --
layer | routed length [um] | vias to the layer above | GRT usage, %
met2 | 340 | 13 | 3.292
met3 | 76 | 0 | 0.6608
met5 | 0 | - | 0
met4 | 0 | 0 | 0
li1 | - | 137 | -
met1 | 440 | 119 | 4.238
-- final cells by class --
class | count | area share [%]
inverters | 7 | 4.667
multi-input cells | 28 | 55.11
well taps | 48 | 10.67
repair buffers | 17 | 29.56
-- worst max-delay path, stage by stage --
cell and delay [ps]:
clkdlybuf4s50_1 420, and2_4 140, ha_1 310, fa_1 470, fa_1 430, ha_2 200, fa_2 350, inv_2 60
fa_1 390, inv_1 60, clkdlybuf4s50_1 460
-- cells by family (layout without fill, tap and decap cells) --
kind of cell / count (synthesis) / after routing / synth area share, %
and+or+nand+nor: 16 / 16 / 23.79
buffers and inverters: 15 / 24 / 22.19
adders and majority gates: 12 / 12 / 54.02
-- final timing paths --
| path | endpoint | slack (ps) |
|---|---|---|
| worst min-delay path | product[0] | 3100 |
| worst max-delay path | product[6] | 130 |
-- layout by cell type (no fill, tap or decap) --
cell and instances:
and2_1 12, clkdlybuf4s50_1 12, fa_1 7, inv_1 6, nand2_1 3, ha_1 3
dlygate4sd2_1 3, inv_2 1, and2_4 1, fa_2 1, ha_2 1, dlymetal6s2s_1 1
buf_4 1
-- stage by stage --
step | instance area (um^2) | worst slack, ps
finish | 563.0 | 128.2
global route | 563.0 | -10.36
CTS | 555.5 | 0.2718
detailed placement | 556.8 | -97.79
global placement | 556.8 | -111.9
floorplan | 389.1 | 861.4
-- power by group through the flow --
stage / registers (uW) / clock network (uW) / logic, uW
6_report: 0 / 0 / 51.0
4_1_cts: 0 / 0 / 53.2
5_1_grt: 0 / 0 / 58.8
-- what timing repair did --
action | 4_1_cts | 5_1_grt
gates resized | 4 | 4
pin swaps | 1 | 4
endpoints found under the setup margin | 1 | 1
Power figures rest on the tool's default switching activity, not on a simulated workload.
