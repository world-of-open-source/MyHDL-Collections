<file path="/design/flow/design.v">
module fifodesign(clk,rst,wr,rd,din,dout,empty,full);
input clk,rst; 
input wr,rd; 
input [3:0] din;
output reg [3:0] dout;
output empty,full; 
reg [3:0] mem [0:7];
wire [3:0] wrptr,rdptr;
reg [3:0] bwrptr,brdptr; 
always@(posedge clk) begin
if(wr)
mem[wrptr] <= din;
end
always@(posedge clk)
begin if(rd)
dout <= mem[rdptr];
end
assign empty = wrptr == rdptr;
assign full = ((wrptr[3] != rdptr[3]) && (wrptr[2] != rdptr[2]) &&(wrptr[1:0] ==
rdptr[1:0]));
always@(posedge clk) begin
if(rst)
begin
bwrptr <=0; brdptr <=0; end
else if(wr && ~full)
begin
bwrptr <= bwrptr + 1;
end else
bwrptr <= bwrptr;
end
always@(posedge clk)
begin if(rst) begin
brdptr <=0;
end
else if(rd && ~empty)
begin
brdptr <= brdptr + 1;
end else
brdptr <= brdptr;
end
assign wrptr = {bwrptr[3],bwrptr[3] ^ bwrptr[2],bwrptr[2] ^ bwrptr[1],bwrptr[1] ^
bwrptr[0]};
assign rdptr = {brdptr[3],brdptr[3] ^ brdptr[2],brdptr[2] ^ brdptr[1],brdptr[1] ^ brdptr[0]};
endmodule
</file>
<file path="/design/flow/run.sh">
#!/bin/bash
# OpenROAD 26Q1-2900-gdf79404cd8, Yosys 0.63+post, stock flow scripts
make -C /OpenROAD-flow-scripts/flow DESIGN_CONFIG=/design/flow/config.mk WORK_HOME=/design/flow/orfs finish
</file>
<file path="/design/flow/config.mk">
export PLATFORM = sky130hd
export DESIGN_NAME = fifodesign
export DESIGN_NICKNAME = fifodesign
export VERILOG_FILES = /design/flow/design.v
export SDC_FILE = /design/flow/constraint.sdc
export NUM_CORES = 4
export LEC_CHECK = 1
export CORE_AREA = 10 10 70 70
export DIE_AREA = 0 0 80 80
</file>
<file path="/design/flow/constraint.sdc">
current_design fifodesign

set clk_period 1.5
set clk_io_pct 0.2

create_clock -name clk0 -period $clk_period [get_ports {clk}]

set non_clock_inputs [all_inputs -no_clocks]
set_input_delay [expr $clk_period * $clk_io_pct] -clock clk0 $non_clock_inputs
set_output_delay [expr $clk_period * $clk_io_pct] -clock clk0 [all_outputs]
</file>
==> qor.txt <==
Outcome = finished clean
Post-Syn Area per Cell = 13.3 um2
FP Core Util = 14.0%
CP Cell Sequence = ha_4, nor3b_2, buf_2
Total CTS buffers = 3
Worst R2R Start = bwrptr[2]$_SDFFE_PP0P_
Vias in the first global route = 365
Die W = 80 um
Final worst-path cycle share = 99.9%
Vias = 361
Worst-Margin Slew = 255 ps
Clock slew at reported path FFs = 80 ps
Max-capacitance violation count = 0
Clk_skew = 6.60 ps
Max Fclk = 0.667 GHz
Number of detailed-route iterations in the first pass = 4
Ys cells = 36
Latency at later pin = 280 ps
Post-layout util = 23.4%
Post-DP Area = 718 um2
Final HPWL DP = 820 um
Worst Setup End Kind = output pin
TNS Setup = 0 ps
Core area = 3420 um2
Top cells by area = edfxtp_1, dfxtp_1, ha_1, a21oi_1, o21ai_0
H-Tree Depth = 1
Num ports = 14
Registers, synthesis = 12
Average wire per standard cell = 10.7 um
Residual DRC = 0
Worst path max stage delay = 370 ps
Dpl cells = 101
Post-Syn Area = 479 um2
Iteration-0 DRC Markers = 25
Largest net degree at the start of global routing = 8
Post-synth seq share = 66.8%
Initial antenna violation count = 0
LEAKAGE = 0.275 nW
Fin area = 801 um2
Die height = 80 um
Area grow syn2layout = 67.1%
CTS root buf = clkbuf_4
All-Layer GR Usage = 3.48%
PD cells = 864 nW/um2
Max Root-Sink Buffers = 2
Synth Warn # = 9
CP Data Required Time = 1200 ps
Slew Limit Fails = 0
Crit-path max FO = 4
RSZ-0062 raised after global routing = true
Category of the most critical setup path = flop to output pin
Die ar. = 6400 um2
Hold buffers post-CTS = 0
Worst vdd ir = 0.436 mV
Chip Area, Yosys = 479 um2
Max_slew headroom = 83.0%
Min-delay src = mem[0][3]$_DFFE_PP_
Layout cells sized above 1 = 40.7%
Cell taking the most area after synthesis = edfxtp_1
# port buffers = 13
Final setup vio count = 0
GP Congestion = 0.800
CTS tree = yes
Hold WC Path Type = flop to flop
Antenna-violating nets left = 0
Final count of hold timing violations = 0
Slowest-stage cell, CP = dfxtp_4
Share of the synthesized area in the top cell type = 50.1%
Netlist cell types = 12
Final non-filler cell total = 105
Total Power = 0.000692 W
Setup crit start = bwrptr[2]$_SDFFE_PP0P_
Critical Path AT = 1200 ps
Drt via density = 3.44
Detailed Route WL = 1120 um
Final period demand of the worst path = 1500 ps
GRT overflow = 0
CP Launch Type = flop
Sink Count = 12
OpenROAD warning count = 28
# diodes = 0
Mapped Cells = 36
Row count = 21
First-pass GRT wire length = 1710 um
==> per-layer routing <==
metal	wire, um	global-route usage (%)
met5	0	0
met4	5	0.352
met3	189	2.95
met2	406	4.33
met1	519	4.57
==> power by group <==
group,total (W),internal [W],leakage (nW),switching (W)
clock,0.000206,0.0000965,0.0154,0.000109
combinational,0.000102,0.0000649,0.148,0.0000369
sequential,0.000384,0.000375,0.112,0.00000854
==> final cells by class <==
type                       count  area [um2]
timing repair buffer          19         165
fill                         365        2620
clock buffer                   3        22.5
sequential                    12         329
clock inverter                 1        3.75
tap                           46        57.6
multi-input combinational     21         211
inverter                       3        11.3
==> cells by family after synthesis <==
kind of cell    after synthesis  share of synthesized area, %
simple gates                  9                          12.0
fa+ha+maj                     4                          10.4
flops                        12                          66.8
compound gates                8                          8.36
buf+inv                       3                          2.35
==> synthesized netlist by cell type <==
cell / number
a21oi_1: 4
dfxtp_1: 4
edfxtp_1: 8
ha_1: 4
inv_1: 3
nand2_1: 2
nand3_1: 1
nor3b_1: 1
nor3b_2: 1
nor4_1: 1
o21ai_0: 4
or3_1: 3
==> state kept, by name (all words and copies together) (netlist names) <==
register and cells:
bwrptr 4, dout 4, mem 4
==> metrics by stage <==
stage | setup slack (ps) | hold slack (ps)
floorplan | 61.4 | 369
global placement | -273 | 404
detailed placement | -227 | 405
CTS | -11.0 | 421
global route | -75.8 | 433
finish | 1.68 | 419
==> worst max-delay path: cells and delay by family, from the launching register on <==
family / cells / cell delay, ps
flip-flops: 1 / 370
AND/OR/NAND/NOR: 1 / 180
buffers and inverters: 1 / 120
adder cells (fa/ha/maj): 1 / 260
==> worst paths after layout <==
path	end	slack (ps)	depth (start not counted)
min	dout[3]$_DFFE_PP_	420	0
max reg2reg	bwrptr[2]$_SDFFE_PP0P_	30	6
max	empty	2	3
min reg2reg	dout[3]$_DFFE_PP_	420	0
==> cell usage in the layout (no fill, tap or decap), types with 2 or more instances in the layout <==
| cell | instances |
|---|---|
| a21oi_2 | 3 |
| buf_2 | 2 |
| buf_4 | 6 |
| clkbuf_4 | 3 |
| clkdlybuf4s50_1 | 11 |
| dfxtp_4 | 2 |
| edfxtp_1 | 8 |
| ha_1 | 2 |
| ha_4 | 2 |
| inv_1 | 3 |
| nand2_1 | 2 |
| o21ai_0 | 4 |
| or3_4 | 2 |
==> repair_timing <==
item                                    4_1_cts  5_1_grt
endpoints found under the setup margin        8        5
resized                                      13        7
buffers inserted                              0        0
pin swaps                                     3        4
Power figures rest on the tool's default switching activity, not on a simulated workload.
